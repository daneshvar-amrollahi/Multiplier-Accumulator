## flow/config.mk

```make
export PLATFORM = sky130hd
export DESIGN_NAME = Mux3to1
export DESIGN_NICKNAME = Mux3to1
export VERILOG_FILES = /design/flow/design.v
export SDC_FILE = /design/flow/constraint.sdc
export NUM_CORES = 4
export LEC_CHECK = 1
export CORE_AREA = 10 10 86 86
export DIE_AREA = 0 0 96 96
```

## flow/constraint.sdc

```tcl
current_design Mux3to1

set clk_period 3.4
set clk_io_pct 0.2

create_clock -name clk0 -period $clk_period

set non_clock_inputs [all_inputs -no_clocks]
set_input_delay [expr $clk_period * $clk_io_pct] -clock clk0 $non_clock_inputs
set_output_delay [expr $clk_period * $clk_io_pct] -clock clk0 [all_outputs]
```

## flow/design.v

```verilog
module Mux3to1 #(parameter N = 32)(in1, in2, in3, sel, outMUX);
    input	[N-1:0] in1, in2, in3;
    input 	[1:0]		sel; 
    output	[N-1:0] outMUX;
    assign outMUX = (sel == 3'b000) ? in3 :
                    (sel == 3'b001) ? in2 :
                    (sel == 3'b010) ? in1 :
                    {(N){1'b0}};
endmodule
```

## flow/run.sh

```bash
#!/bin/bash
# OpenROAD 26Q1-2900-gdf79404cd8, Yosys 0.63+post, stock flow scripts
make -C /OpenROAD-flow-scripts/flow DESIGN_CONFIG=/design/flow/config.mk WORK_HOME=/design/flow/orfs finish
```

==> job_summary.md <==
### Flow metrics

| Metric | Value |
|---|---|
| Die Footprint | 9220 µm² |
| Synth unique cells | 8 |
| RePlAce Congestion | 0.798 |
| Fill cells | 572 |
| Status | finished, final reports clean |
| P&R area growth vs syn | 168% |
| Vias in the first global route | 1,128 |
| Max stage delay on crit path | 510 ps |
| GR Overflow Total | 0 |
| Post-DP HPWL | 3.96 mm |
| YS chip area | 787 µm² |
| Slew margin rel. | 72.9% |
| GR Util All Layers | 8.83% |
| Met2 routed WL | 1.98 mm |
| Maximum number of pins on one net before global-route repair | 33 |
| Largest type area fraction | 40.7% |
| Crit path max-delay cell type | clkdlybuf4s50_1 |
| # DRC | 0 |
| Worst-Margin Slew | 407 ps |
| WP data arrival | 2200 ps |
| Max_cap viols | 0 |
| Final Non-Filler Cells | 271 |
| # clk buffers | 0 |
| Final Cycle Share | 84.7% |
| Synthesized area per cell | 10.2 µm² |
| DR WL met3 | 647 µm |
| Met1 Wirelength | 1.89 mm |
| Post-CTS Resized | 0 |
| Number of I/O port buffers | 130 |
| Power density over the cells | 120 nW/µm² |
| Yosys Instances | 77 |
| Share of cells above drive strength 1 | 8.04% |
| Final Util | 38.0% |
| CP Max Fanout | 32 |
| Chip Width | 96 µm |
| Max Fclk | 347 MHz |
| Top delay family on crit path | buffers and inverters |
| Placed cells | 271 |
| Routed Antenna Nets | 0 |
| Cell type with the highest aggregate area in the netlist | mux2i_1 |
| First-pass GRT wire length | 6.50 mm |
| Vias per inst | 4.11 |
| Startpoint Class | input port |
| FP Util | 14.2% |
| Period minus WS final | 2880 ps |
| Largest cells by area | mux2i_1 41%, o2bb2ai_1 24%, o2bb2ai_2 19%, buf_6 11%, nor2b_4 1.7% |
| Top Layout Cells | 129 x clkdlybuf4s50_1, 32 x mux2i_1, 22 x o2bb2ai_1 |
| Netlist Area Pre-Place | 787 µm² |
| Peak VDD IR | 69.1 µV |
| Kind of critical path | input port to output pin |
| Tool Warnings | 32 |
| Wire per inst | 16.7 µm |
| # diodes | 0 |
| Cts hold-fix bufs | 0 |
| Crit path capture type | output pin |
| 1st-pass router iterations | 2 |
| Ys Warns | 0 |
| WP data required | 2720 ps |
| CP dominant cell by count | clkdlybuf4s50_1 |
| Num sequential | 0 |
| Endpoints failing setup | 0 |
| CORE AREA | 5540 µm² |
| Leak | 0.793 nW |
| Sequential Area | 0 µm² |
| Iter 0 DRT Violations | 26 |
| Sequential area share after synthesis | 0% |
| IO Pins | 130 |
| Via count | 1,113 |
| Top sig layer | met3 |
| Hold Crit Class | input port to output pin |
| Final setup TNS | 0 ps |
| Die Height | 96 µm |
| Final Hold Viols | 0 |
| FP Rows | 27 |
| Slew Limit Fails | 0 |
| Post-CTS setup buffers | 0 |
| Worst-path cell chain | clkdlybuf4s50_1 > nor2b_4 > buf_12 > o2bb2ai_1 > clkdlybuf4s50_1 |
| Critical path buffers and inverters | 3 |
| Unrepaired setup endpoints after global routing | false |
| Mapped Cells | 77 |
| Commonest Layout Cell | clkdlybuf4s50_1 |
| Antenna violations before repair | 0 |
| Overall routed net length | 4.51 mm |
[logic make-up after synthesis]
family / share of synthesized area [%]
buffers and inverters: 14.0
multiplexers: 40.7
AND-OR/OR-AND: 43.6
AND/OR/NAND/NOR: 1.75
[synth_stat cells]
library cell	instances
mux2i_1	32
o2bb2ai_1	22
o2bb2ai_2	10
buf_6	8
clkbuf_1	2
buf_2	1
buf_4	1
nor2b_4	1
[area by class of cell]
| type | count | area, µm² | share of cell area, % |
|---|---|---|---|
| timing repair buffer | 134 | 1340 | 63.6 |
| multi-input combinational | 65 | 677 | 32.1 |
| tap | 72 | 90.1 | 4.28 |
[power breakdown]
part / leakage (nW) / switching (mW) / internal, mW
combinational: 0.793 / 0.0653 / 0.188
clock: 0 / 0 / 0
sequential: 0 / 0 / 0
[per-layer routing]
metal / vias up / global-route usage (%)
met4: 0 / 0
li1: 563 / -
met1: 477 / 11.5
met2: 73 / 14.0
met5: - / 0
met3: 0 / 4.01
[final timing paths]
check / start / endpoint / slack (ps) / cells past startpoint
hold / removal: sel[0] / outMUX[5] / 2170 / 4
setup / recovery: sel[1] / outMUX[9] / 520 / 5
[stage by stage]
step	instance area (µm²)	total power [mW]	setup slack, ps	hold slack [ps]
final	2110	0.253	520	2170
after global routing	2110	0.274	441	2220
after floorplan	787	0.0743	1440	1420
after CTS	2110	0.259	524	2180
after detailed placement	2110	0.258	532	2180
after global placement	2110	0.258	518	2170
Power and IR drop assume default switching activity.

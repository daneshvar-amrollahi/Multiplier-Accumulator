**./config.mk**
```make
export PLATFORM = sky130hd
export DESIGN_NAME = MUX3to1_8b
export DESIGN_NICKNAME = MUX3to1_8b
export VERILOG_FILES = /design/flow/design.v
export SDC_FILE = /design/flow/constraint.sdc
export NUM_CORES = 4
export LEC_CHECK = 1
export CORE_AREA = 10 10 70 70
export DIE_AREA = 0 0 80 80
```
**./constraint.sdc**
```tcl
current_design MUX3to1_8b

set clk_period 1.2
set clk_io_pct 0.2

create_clock -name clk0 -period $clk_period

set non_clock_inputs [all_inputs -no_clocks]
set_input_delay [expr $clk_period * $clk_io_pct] -clock clk0 $non_clock_inputs
set_output_delay [expr $clk_period * $clk_io_pct] -clock clk0 [all_outputs]
```
**./design.v**
```verilog
module C1 (
    A0,
    A1,
    SA,
    B0,
    B1,
    SB,
    S0,
    S1,
    F
);
    input A0, A1, SA, B0, B1, SB, S0, S1;
    output F;
    wire F1, F2;
    assign F1 = SA ? A1 : A0;
    assign F2 = SB ? B1 : B0;
    wire S2 = S0 | S1;
    assign F = S2 ? F2 : F1;
endmodule
module Mux4to1 #(parameter N)(
    a, 
    b,
    c,
    d, 
    s, 
    out
);
    input	[N - 1 : 0] a, b, c, d;
    input 	[1 : 0] s; 
    output	[N - 1 : 0] out;
    genvar i;
    generate 
        for (i = 0 ; i < N ; i = i + 1)
        begin
            MUX4to1_1b Mi(
                .a(a[i]), 
                .b(b[i]), 
                .c(c[i]),
                .d(d[i]),  
                .sel(s), 
                .out(out[i])
            );
        end
    endgenerate
endmodule
module MUX4to1_1b(
    a, 
    b, 
    c, 
    d, 
    sel, 
    out
);
    input a, b, c, d;
    input [1 : 0] sel;
    output out;
    C1 MUX(
        a, 
        b, 
        sel[0], 
        c, 
        d, 
        sel[0], 
        sel[1], 
        sel[1], 
        out
    );
endmodule
module MUX2to1_1b(
    a, 
    b, 
    s, 
    out
);
    input a, b, s;
    output out;
    MUX4to1_1b MUX(a, b, 1'b0, 1'b0, {1'b0, s}, out);
endmodule
module Mux2to1 #(parameter N)(
    a, 
    b, 
    s, 
    out
);
    input	[N - 1 : 0] a, b;
    input 	s; 
    output	[N - 1 : 0] out;
    genvar i;
    generate 
        for (i = 0 ; i < N ; i = i + 1)
        begin
            MUX2to1_1b Mi(
                .a(a[i]), 
                .b(b[i]), 
                .s(s), 
                .out(out[i])
            );
        end
    endgenerate
endmodule
module MUX3to1_1b(
    a, 
    b, 
    c, 
    s, 
    out
);
    input a, b, c;
    input [1:0] s;
    output out;
    MUX4to1_1b MUX(
        a, 
        b, 
        c, 
        1'b0, 
        s, 
        out
    );
endmodule
module MUX3to1_8b(
    a, 
    b, 
    c, 
    s, 
    out
);
    input [7 : 0] a, b, c;
    input [1 : 0] s;
    output [7 : 0] out;
    genvar i;
    generate 
        for(i = 0 ; i < 8 ; i = i + 1)
            MUX3to1_1b Ii(
                a[i], 
                b[i], 
                c[i], 
                s, 
                out[i]
            );
    endgenerate
endmodule
```
**./run.sh**
```bash
#!/bin/bash
# OpenROAD 26Q1-2900-gdf79404cd8, Yosys 0.63+post, stock flow scripts
make -C /OpenROAD-flow-scripts/flow DESIGN_CONFIG=/design/flow/config.mk WORK_HOME=/design/flow/orfs finish
```
==> metrics.cfg <==
[outcome]
status=finished, violations left
violations=negative setup slack

[floorplan]
core_sq_mm=0.003416
die_h_um=80
rows=21
ios=34
die_w_um=80
initial_core_util_pct=8.132
die_area_sq_mm=0.006400

[hold_path]
worstHoldStart=s[1]
hp-class=primary input to output pin

[setup_path]
critPathArrivalTime_ps=1040
required_ps=960
cpMaxStageDelayCell=mux2i_2
max_stage_delay_ps=190
cp_max_fo=3
cp_common_cell=buf_6
path_class=primary input to output pin
cp-startpoint=s[1]
start_kind=primary input
cp_cell_sequence=buf_6, buf_6, buf_6, buf_6, mux2i_2, o2bb2ai_2, buf_2
cp-end-kind=output pin

[layout]
nFillCells=386
drive_above_1_share_pct=47.69
area_delta_synth_final_pct=142.8
register_area_sq_um=0
nClkBuffers=0
ff_count=0
logic_area_sq_um=206.4
fin_area_sq_um=674.4

[global_routing]
grt_pass1_wl_mm=1.987
gr-total-overflow=0
grt_max_degree=10
grtUsageTotal_pct=3.740
grt_pass1_vias=375
antenna_found_initial=0

[power_and_ir_drop]
power.density_mw_per_mm2=296.6
p_sw_w=0.00006100
internal_power_w=0.0001390
p_leak_nw=0.3182
p_seq_share_pct=0
ir_drop_mv=0.04306
switching_share_pct=30.49
p_clk_share_pct=0
p_comb_share_pct=100.0
p_total_w=0.0002000

[sta]
slew_headroom_pct=87.39
period_needed_ps=1281
fin_hold_ws_ps=862.5
hold_violations=0
post-route-period-util_pct=106.7
final_max_slew_viol_count=0
fin_setup_tns_ps=-148.8
rsz0062_at_grt=yes
setup_viol=4
setup_ws_ps=-80.51
worstMarginPinSlew_ps=183.9
max_freq_mhz=780.9

[synth]
yosys-stat-area_sq_um=277.8
syn_area_sq_um=277.8
yosysSeqAreaShare_pct=0
ys.warnings.count=0
ys_types=8
ys_cells=29
synth_area_per_cell_sq_um=9.578
syn_inst=29

[drt]
drt_iter0_drc=3
firstDrtPassIters=2
via_per_inst=2.982
num_vias=331
routed_wl_mm=1.244
wl_per_cell_um=11.21
antenna_cells=0
drc=0
ant_nets=0

[flow_run]
log.warning_count=34
cap_violations=0

[placed_design]
place_congestion=0.7450
port_buffers=34
dpl-instance-area_sq_um=604.3

## logic make-up after synthesis
logic type      count (synthesis)  synth area share, %
compound gates                  8                31.08
buf+inv                        11                33.78
mux                             8                28.83
simple gates                    2                6.304
## worst paths after layout
| kind | end | slack [ps] | depth (start not counted) |
|---|---|---|---|
| max | out[7] | -80 | 7 |
| min | out[3] | 860 | 4 |
## through the flow
stage                     cells  worst slack, ps  utilization, %
after floorplan              29            143.4               -
after global placement      101           -738.3           17.69
after detailed placement    101           -736.3           17.69
after CTS                   111           -80.18           19.56
after global routing        111           -113.3           19.74
final                       111           -80.51           19.74
## cells in the mapped netlist
cell type / instances / area (sq um)
o2bb2ai_1: 4 / 35.03
mux2i_1: 8 / 80.08
o2bb2ai_2: 3 / 45.04
o22ai_1: 1 / 6.260
nor2b_4: 1 / 13.76
buf_6: 3 / 33.78
buf_4: 8 / 60.06
nand2_1: 1 / 3.750
## layer usage
metal  global-route usage [%]  wire length [um]  up-vias
met1                    4.087               452      149
met5                        0                 0        -
met4                        0                 0        0
met3                   0.3409                44        0
met2                    7.785               747        9
li1                         -                 -      173
## worst max-delay path: cells and delay by family
kind,cells,cell delay (ps)
buffers and inverters,5,520
AOI/OAI and AO/OA,1,80
muxes,1,190
## timing repair
action / 4_1_cts / 5_1_grt
hold endpoints to repair: 0 / 0
hold buffers: 0 / 0
pin swaps: 8 / 2
endpoints found under the setup margin: 8 / 7
setup buffers: 11 / 0
resized: 57 / 2
## cell type report
type / count / share of cell area [%]
Multi-Input combinational cell: 18 / 30.61
Timing Repair Buffer: 47 / 60.85
Tap cell: 46 / 8.534
## power groups by stage
stage | clock (W) | sequential, W | combinational, W
4_1_cts | 0 | 0 | 0.000202
6_report | 0 | 0 | 0.000200
5_1_grt | 0 | 0 | 0.000217
## cell usage in the layout (no fill, tap or decap)
cell             synthesis  final
dlygate4sd2_1            0     13
clkdlybuf4s50_1          0     10
buf_2                    0      9
buf_6                    3      9
mux2i_1                  8      7
o2bb2ai_2                3      6
buf_4                    8      5
nor2b_4                  1      1
nand2_1                  1      1
o22ai_1                  1      1
o2bb2ai_1                4      1
mux2i_2                  0      1
dlymetal6s2s_1           0      1
Power figures rest on the tool's default switching activity, not on a simulated workload.

## ./design.v

```verilog
module register #(parameter N = 16)(inREG, outREG, ld, clk, rst, init0);
  input 	 [N-1:0] inREG;
  input 			 clk, rst, ld, init0;
  output reg [N-1:0] outREG;
  always @(posedge clk, posedge rst) begin
    if(rst)
        outREG <= 0;
    else if(init0)
        outREG <= 0;
    else if(ld)
      outREG <= inREG;
  end
endmodule
```

## ./config.mk

```make
export PLATFORM = sky130hd
export DESIGN_NAME = register
export DESIGN_NICKNAME = register
export VERILOG_FILES = /design/flow/design.v
export SDC_FILE = /design/flow/constraint.sdc
export NUM_CORES = 4
export LEC_CHECK = 1
export CORE_AREA = 10 10 71 71
export DIE_AREA = 0 0 81 81
```

## ./constraint.sdc

```tcl
current_design register

set clk_period 1.3
set clk_io_pct 0.2

create_clock -name clk0 -period $clk_period [get_ports {clk}]

set non_clock_inputs [all_inputs -no_clocks]
set_input_delay [expr $clk_period * $clk_io_pct] -clock clk0 $non_clock_inputs
set_output_delay [expr $clk_period * $clk_io_pct] -clock clk0 [all_outputs]
```

## ./run.sh

```bash
#!/bin/bash
# OpenROAD 26Q1-2900-gdf79404cd8, Yosys 0.63+post, stock flow scripts
make -C /OpenROAD-flow-scripts/flow DESIGN_CONFIG=/design/flow/config.mk WORK_HOME=/design/flow/orfs finish
```

==> flow_summary.ini <==
; flow metrics
[critical_path]
startpoint = outREG[9]$_DFFE_PP0P_
reg2reg_depth = 3
crit_required_ns = 1.04
critPathBufInv = 1
cp_cell_sequence = dlygate4sd2_1
cp-end-kind = output pin
reg2reg_slack_ns = 0.53
slowest_stage = dfrtp_1
critPathTopFamily = flip-flops
cpPeakStageDelay_ns = 0.39
reg2reg_from = outREG[2]$_DFFE_PP0P_
critPathMaxFanout = 2
critical_path_class = flop to output pin
cp_data_arrival_time_ns = 0.88
cp.depth = 1
start_kind = flop

[pwr]
ir_drop_v = 0.0002260
p_per_area_mw_per_mm2 = 1016
p_total_mw = 1.142
p_leak_nw = 0.5893

[sta]
skew_ns = 0
fin_ws_ns = 0.1647
period_needed_ns = 1.135
slew_headroom_pct = 86.65
fmax_mhz = 880.8
finalMaxSlewViolations = 0
fin_setup_tns_ns = 0
hold_slack_ns = 0.3165
period_used_pct = 87.33
finalSetupViolations = 0
rsz0062_at_grt = false
hold_viol_final = 0
worst_pin_slew_ns = 0.2002

[synth]
synthMuxAreaShare_pct = 24.11
yosys_cells = 53
ys_sh_simple_pct = 9.040
ys_warn_count = 1
largest_area_cell = dfrtp_1
yosysSeqAreaShare_pct = 60.26
yosys_area_um2 = 664.4
xor_share_pct = 0
synthAdderAreaFrac_pct = 0
syn_inst = 53
synthTopLogicFamily = multiplexers
synth_cell_type_count = 8
syn_area_um2 = 664.4
ys_top_cells_by_area = dfrtp_1, mux2i_1, nor2_1
top_cell_area_share_pct = 60.26
synthAoiAreaFrac_pct = 0
synth_flops = 16
synth.avg_cell_area_um2 = 12.54

[routing]
wl_met3_um = 169
antenna_left = 0
highest-signal-layer = met4
drtPass1Iterations = 2
insertedDiodeCount = 0
vias = 504
post-route-drc-count = 0
met2_length_um = 846
drt-met1-wl_um = 637
drtIter0Drc = 33
viasPerCell = 3.600
wl_mm = 1.692
wire_per_inst_um = 12.09

[floorplan]
die_width_um = 81
core_mm2 = 0.003633
io_pins = 36
die_height_um = 81
die_area_mm2 = 0.006561
initCoreUtil_pct = 18.29
num_rows = 22

[clock_network]
h-tree-depth = 1
insertion_delay_ns = 0.24
root_buffer = clkbuf_8
cts_buffer_depth = 2
clk_pin_slew_ns = 0.06
cts_sinks = 16
hold_buffers = 0
cts_tree = done
numCtsBuffers = 3

[final_layout]
regMostFlops = outREG
largestRegisters = outREG (16)
syn_to_final_growth_pct = 69.30
largest_register_ffs = 16
drive_gt1_share_pct = 8.696
utilization_pct = 30.96
fillCellCount = 372

[run]
warning_count = 25
cap_violations = 0

[min_path]
hold_class = input pin to asynchronous set/reset pin

[global_routing]
grt_use_total_pct = 5.404
grt_max_degree = 17
antenna_found_initial = 0
grt_pass1_vias = 563
grt_pass1_wl_mm = 2.856
grt_overflow_total = 0

[placement]
hpwl_mm = 1.324
port_buffers = 35
place_ws_ns = -0.03899
place_congestion = 0.7121

[status]
run_status = finished, final reports clean
final timing paths:
check | endpoint
max reg2reg | outREG[2]$_DFFE_PP0P_
max | outREG[9]
min in group clk0 | outREG[11]$_DFFE_PP0P_
min | outREG[9]$_DFFE_PP0P_
min reg2reg | outREG[11]$_DFFE_PP0P_
max in group asynchronous | outREG[13]$_DFFE_PP0P_
cell type report:
type | count | area [um2] | area share [%]
inverter | 1 | 3.754 | 0.3337
tap | 48 | 60.06 | 5.339
multi-input combinational | 32 | 220.2 | 19.58
sequential | 16 | 400.4 | 35.60
timing repair buffer | 39 | 385.4 | 34.26
clock buffer | 4 | 55.05 | 4.894
per-stage QoR:
| stage | cells | area (um2) |
|---|---|---|
| 3_5_place_dp | 135 | 1082 |
| 5_1_grt | 140 | 1125 |
| 4_1_cts | 140 | 1125 |
| 2_1_floorplan | 53 | 664.4 |
| 3_3_place_gp | 135 | 1082 |
| 6_report | 140 | 1125 |
cells in the final DEF (no fill, tap or decap):
cell type and count:
buf_12 2, buf_4 2, clkbuf_8 4, clkdlybuf4s50_1 19, dfrtp_1 16, dlygate4sd2_1 16
inv_1 1, mux2i_1 16, nor2_1 16
Yosys cell counts:
cell type   n
dfrtp_1    16
buf_12      1
inv_1       1
nor2_1     16
buf_2       1
buf_6       1
buf_1       1
mux2i_1    16
per-layer routing:
| metal | vias up | track usage, % |
|---|---|---|
| met5 | - | 0 |
| met4 | 0 | 1.384 |
| met3 | 2 | 2.227 |
| met2 | 15 | 8.599 |
| met1 | 237 | 6.690 |
| li1 | 250 | - |
cells by family after synthesis:
logic type | Yosys count
buffers and inverters | 5
DFF | 16
muxes | 16
and+or+nand+nor | 16
tightest hold or removal path: cells and delay by family:
kind / cells / cell delay [ns]
buf+inv: 3 / 0.66
timing repair:
| action | 4_1_cts | 5_1_grt |
|---|---|---|
| gates resized | 16 | 0 |
| setup buffers | 1 | 0 |
| setup endpoints to repair | 16 | 0 |
where the power goes:
part | internal (mW) | total, mW | switching, mW | leakage (nW)
clock network | 0.268 | 0.423 | 0.155 | 0.0288
logic | 0.120 | 0.180 | 0.0600 | 0.348
registers | 0.526 | 0.539 | 0.0129 | 0.212
Power is estimated from default activity; no workload was simulated.
